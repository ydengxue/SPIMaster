## /design/flow/design.v

```verilog
`timescale 1us / 1ps
module SPIMasterBus(
    reset, 
    clk, 
    nwr, 
    data_tx, 
    data_rx, 
    spi_busy,
    spi_cs, 
    spi_clk, 
    spi_mosi, 
    spi_miso 
    );
    input reset;
    input clk;
    input nwr;
    input [7:0] data_tx;
    output [7:0] data_rx;
    reg [7:0] data_rx = 8'h00;
    output spi_busy;
    output spi_cs;
    output spi_clk;
    output spi_mosi;
    reg spi_mosi = 1'b0;
    input spi_miso;
    reg [1:0] nwr_buff = 2'b11;
    reg [2:0] spi_st = 3'b000;
    reg [7:0] data_tx_shadow = 8'h00;
    reg [6:0] data_tx_temp = 7'h00;
    reg [6:0] data_rx_temp = 7'h00;
    reg spi_cs_local_hold = 1'b0;
    reg spi_clk_enable = 1'b0;
    always @(negedge clk)
    begin
        nwr_buff <= {nwr_buff[0], nwr};
    end
    assign nwr_falling_edge = (nwr_buff[1]) && (!nwr_buff[0]);
    assign spi_io_busy = (spi_clk_enable | spi_cs_local_hold);
    assign spi_busy = (nwr_falling_edge | spi_io_busy);
    assign spi_cs = (!spi_busy);
    assign spi_clk = spi_clk_enable ? clk : 1'b1;
    always @ (posedge clk)
    begin
        if (reset)
        begin
            spi_st <= 3'h0;
            data_rx <= 8'h00;
            data_rx_temp <= 7'h00;
            spi_clk_enable <= 1'b0;
        end
        else
        begin
            if (!spi_io_busy) 
            begin
                if (nwr_falling_edge) 
                begin
                    spi_st <= 3'h7;
                    spi_clk_enable <= 1'b1;
                    data_tx_shadow <= data_tx;
                end
            end
            else
            begin
                if (3'h0 == spi_st)
                begin
                    data_rx <= {data_rx_temp[6:0], spi_miso};
                    spi_clk_enable <= 1'b0;
                end
                else
                begin
                    spi_st <= spi_st - 1'b1;
                    data_rx_temp <= {data_rx_temp[5:0], spi_miso};
                end
            end
        end
    end
    always @ (negedge clk)
    begin
        if (reset)
        begin
            data_tx_temp <= 7'h00;
            spi_cs_local_hold <= 1'b0;
        end
        else
        begin
            if (spi_clk_enable)
            begin
                spi_cs_local_hold <= 1'b1;
                if (3'h7 == spi_st)
                begin
                    {spi_mosi, data_tx_temp[6:0]} <= data_tx_shadow;
                end
                else
                begin
                    {spi_mosi, data_tx_temp[6:1]} <= data_tx_temp[6:0];
                end
            end
            else
            begin
                if (spi_cs_local_hold)
                begin
                    spi_cs_local_hold <= 1'b0;
                end
            end
        end
    end
endmodule
```

## /design/flow/run.sh

```bash
#!/bin/bash
# OpenROAD 26Q1-2900-gdf79404cd8, Yosys 0.63+post, stock flow scripts
make -C /OpenROAD-flow-scripts/flow DESIGN_CONFIG=/design/flow/config.mk WORK_HOME=/design/flow/orfs finish
```

## /design/flow/config.mk

```make
export PLATFORM = sky130hd
export DESIGN_NAME = SPIMasterBus
export DESIGN_NICKNAME = SPIMasterBus
export VERILOG_FILES = /design/flow/design.v
export SDC_FILE = /design/flow/constraint.sdc
export NUM_CORES = 4
export LEC_CHECK = 1
export CORE_AREA = 10 10 113 113
export DIE_AREA = 0 0 123 123
```

## /design/flow/constraint.sdc

```tcl
current_design SPIMasterBus

set clk_period 2.0
set clk_io_pct 0.2

create_clock -name clk0 -period $clk_period [get_ports {clk}]

set non_clock_inputs [all_inputs -no_clocks]
set_input_delay [expr $clk_period * $clk_io_pct] -clock clk0 $non_clock_inputs
set_output_delay [expr $clk_period * $clk_io_pct] -clock clk0 [all_outputs]
```

==> job_summary.md <==
## Synthesis and layout report

| Metric | Value |
|---|---|
| Outcome | `finished, violations left` |
| Failing checks | `setup timing` |
| Num CTS Buffers | `5` |
| GRT overflow | `0` |
| Class of the most critical setup path | `register to primary output` |
| FF+latch area | `861 um2` |
| Yosys cell count | `between 150 and 200` |
| Setup crit end kind | `primary output` |
| Worst-Margin Slew | `0.486 ns` |
| Die area | `between 0.015 and 0.02 mm2` |
| Maximum number of pins on one net before global-route repair | `22` |
| Port bufs | `23` |
| Antenna cells | `0` |
| Top Ports | `24` |
| Area Overhead vs Synth | `54.1%` |
| Fillers | `about 1100` |
| Tally of OpenROAD warnings | `44` |
| Leak Pwr | `0.000840 uW` |
| RePlAce Congestion | `0.745` |
| Max Cap Viol | `0` |
| Cell Area, Synth | `0.00153 mm2` |
| VDD IR-drop max | `0.492 mV` |
| Final TNS setup | `-5.88 ns` |
| Share of cells above drive strength 1 | `0.361` |
| Total track usage | `0.0453` |
| CP arrival | `about 2.1 ns` |
| YS chip area | `around 0.0015 mm2` |
| Routed WL per cell | `10.3 um` |
| Hold Vio Cnt, Final | `0` |
| H-tree Lvls | `2` |
| Crit-path max FO | `2` |
| Final Power | `~2000 uW` |
| Via Count | `1280` |
| 1st-iter DRT viols | `around 100` |
| Final worst slack | `-0.486 ns` |
| Slew Limit Headroom | `0.676` |
| Worst skew pair latency | `~0.34 ns` |
| Skew final | `roughly 0.066 ns` |
| CTS tree | `done` |
| Logic area | `731 um2` |
| Site Rows | `37` |
| Synth flops | `38` |
| DRC errors left | `0` |
| Hold bufs inserted after CTS | `0` |
| Syn_area_per_cell | `~9.9 um2` |
| Syn. warnings | `3` |
| DR vias/cell | `3.75` |
| Routed wire length | `approximately 3500 um` |
| CORE AREA | `slightly above 0.01 mm2` |
| Setup-failing EPs final | `36` |
| Die X | `around 120 um` |
| First-pass DRT Iterations | `4` |
| Sequential area share after synthesis | `0.556` |
| Initial core utilization | `0.148` |
| First-pass GRT wire length | `about 5700 um` |
| Root Driver | `clkbuf_8` |
| Count of final max-slew check failures | `0` |
| Unique cell type count in the Yosys netlist | `28` |
| RSZ-0062 raised after global routing | `yes` |
| Clk slew on worst S/H paths | `approximately 0.03 ns` |
| Remaining antenna violation count | `0` |
| Die Span Y | `between 100 and 150 um` |
| Vias in the first global route | `between 1000 and 1500` |
| Worst path required time | `approximately 1.6 ns` |
| Power density cells | `a little over 800 mW/mm2` |
| Hold WC Path Type | `register to register` |
| Post-detail-place hpwl | `roughly 2400 um` |
| Setup WS pre-CTS | `-0.511 ns` |
| Antenna violations before repair | `0` |
| Maximum clock insertion buffer count | `2` |
| Startpoint Class | `register` |
| Post-synthesis cell count | `155` |
[placed cells by master (no fill, tap or decap), types with 2 or more instances in the layout]
cell type	synthesis	final
dfxtp_1	29	23
nand3_1	22	20
clkdlybuf4s50_1	0	18
inv_1	4	15
a21oi_1	16	15
o21ai_2	0	12
buf_4	0	10
edfxtp_1	9	9
buf_6	3	9
nor2_1	9	8
nand2_2	0	6
clkbuf_8	0	6
dfxtp_2	0	5
buf_2	6	4
a311oi_2	0	3
nor2b_1	4	3
a311oi_1	6	3
nor2_4	2	3
o21ai_1	1	3
nand2_4	0	2
nand3_2	0	2
nand2_1	10	2
mux2i_1	2	2
ha_1	3	2
[worst paths after layout]
check | startpoint | slack [ns] | cells after the start | end
setup reg to reg | spi_cs_local_hold | -0.30 | 4 | spi_st[1]
setup / recovery | spi_cs_local_hold | -0.49 | 4 | spi_busy
hold reg to reg | nwr_buff[0] | 0.36 | 0 | nwr_buff[1]
hold / removal | nwr_buff[0] | 0.36 | 0 | nwr_buff[1]
[power breakdown]
| group | internal, uW | leakage, uW | switching [uW] |
|---|---|---|---|
| Sequential | 823 | 0.000320 | 28.2 |
| Clock | 441 | 0.000126 | 316 |
| Combinational | 157 | 0.000394 | 190 |
[state kept, by name, indices dropped and copies added, names as in the netlist]
signal	cells
spi_mosi	1
spi_clk_enable	1
data_tx_temp	7
data_tx_shadow	8
spi_cs_local_hold	1
data_rx	8
spi_st	3
nwr_buff	2
data_rx_temp	7
[routing by layer]
metal	up-vias	share of wire	track usage	wire (um)
met5	-	0	0	0
met4	0	0.019	0.0102	68
met3	8	0.039	0.0134	138
met2	27	0.45	0.0656	1580
met1	598	0.49	0.0656	1730
li1	647	-	-	-
[cells by family (layout without fill, tap and decap cells)]
| kind of cell | count (synthesis) | count (layout) | share of synthesized area |
|---|---|---|---|
| AND/OR/NAND/NOR | 54 | 54 | 0.186 |
| AND-OR/OR-AND | 40 | 40 | 0.152 |
| flip-flops | 38 | 38 | 0.556 |
| buffers and inverters | 17 | 67 | 0.0613 |
| adder cells (fa/ha/maj) | 3 | 3 | 0.0245 |
| multiplexers | 3 | 3 | 0.0204 |
[cell usage after synthesis, drive strengths merged]
cell type  number  area, um2
dfxtp          29        581
nand3          22        110
a21oi          16       80.1
o21ai          15       75.1
nor2           11       56.3
buf            10       67.6
nand2          10       37.5
edfxtp          9        270
a311oi          6       52.6
inv             4       15.0
nor2b           4       25.0
clkbuf          3       11.3
ha              3       37.5
mux2i           2       20.0
nor3            2       10.0
a211o           1       8.76
a221oi          1       8.76
and2b           1       7.51
and3            1       11.3
mux2            1       11.3
nand2b          1       6.26
nor4            1       12.5
o31ai           1       7.51
or2             1       8.76
[final cells by class]
cell class	instances	share of cell area
Timing Repair Buffer	43	0.178
Clock inverter	13	0.0318
Sequential cell	38	0.365
Tap cell	136	0.0721
Inverter	3	0.00477
Clock buffer	8	0.0387
Multi-Input combinational cell	100	0.310
[what timing repair did]
action	in CTS	in global routing
setup buffers	2	7
pin swaps	7	26
endpoints found under the setup margin	39	37
gates cloned	0	1
gates resized	22	48
hold endpoints to repair	0	0
[worst max-delay path: stages (launching register included)]
cell	delay, ns
dfxtp_2	0.30
or2_4	0.23
nor2_4	0.08
inv_1	0.04
buf_2	0.10
[metrics by stage]
stage,util,cell area [um2],cells,hold slack (ns)
3_5_place_dp,0.194,2000,315,0.361
5_1_grt,0.229,2360,341,0.372
6_report,0.229,2360,341,0.360
2_1_floorplan,-,1600,155,0.349
4_1_cts,0.211,2180,335,0.379
3_3_place_gp,0.194,2000,315,0.351
Power figures rest on the tool's default switching activity, not on a simulated workload.
